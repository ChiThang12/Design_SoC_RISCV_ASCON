File: config.mk
export PLATFORM = sky130hd
export DESIGN_NAME = SUBSTITUTION_LAYER_PIPELINED
export DESIGN_NICKNAME = SUBSTITUTION_LAYER_PIPELINED
export VERILOG_FILES = /design/flow/design.v
export SDC_FILE = /design/flow/constraint.sdc
export NUM_CORES = 4
export LEC_CHECK = 1
export CORE_AREA = 10 10 392 392
export DIE_AREA = 0 0 402 402
File: constraint.sdc
current_design SUBSTITUTION_LAYER_PIPELINED

set clk_period 1.1
set clk_io_pct 0.2

create_clock -name clk0 -period $clk_period [get_ports {clk}]

set non_clock_inputs [all_inputs -no_clocks]
set_input_delay [expr $clk_period * $clk_io_pct] -clock clk0 $non_clock_inputs
set_output_delay [expr $clk_period * $clk_io_pct] -clock clk0 [all_outputs]
File: design.v
`timescale 1ns/1ps
module ASCON_SBOX_PIPELINED #(
    parameter G_SBOX_PIPELINE = 1     
) (
    input  wire       clk,     
    input  wire       rst_n,
    input  wire [4:0] in,
    output reg  [4:0] out
);
    wire [4:0] x_prep;
    assign x_prep[0] = in[0] ^ in[4];    
    assign x_prep[1] = in[1];            
    assign x_prep[2] = in[2] ^ in[1];    
    assign x_prep[3] = in[3];            
    assign x_prep[4] = in[4] ^ in[3];    
    wire [4:0] t_and;
    assign t_and[0] = (~x_prep[0]) & x_prep[1];
    assign t_and[1] = (~x_prep[1]) & x_prep[2];
    assign t_and[2] = (~x_prep[2]) & x_prep[3];
    assign t_and[3] = (~x_prep[3]) & x_prep[4];
    assign t_and[4] = (~x_prep[4]) & x_prep[0];
    generate
        if (G_SBOX_PIPELINE == 1) begin : gen_pipelined
            reg [4:0] x_prep_r;
            reg [4:0] t_and_r;
            always @(posedge clk or negedge rst_n) begin
                if (!rst_n) begin
                    x_prep_r <= 5'b0;
                    t_and_r  <= 5'b0;
                end else begin
                    x_prep_r <= x_prep;
                    t_and_r  <= t_and;
                end
            end
            wire [4:0] x_xor;
            assign x_xor[0] = x_prep_r[0] ^ t_and_r[1];
            assign x_xor[1] = x_prep_r[1] ^ t_and_r[2];
            assign x_xor[2] = x_prep_r[2] ^ t_and_r[3];
            assign x_xor[3] = x_prep_r[3] ^ t_and_r[4];
            assign x_xor[4] = x_prep_r[4] ^ t_and_r[0];
            always @(*) begin
                out[1] = x_xor[1] ^ x_xor[0];    
                out[0] = x_xor[0] ^ x_xor[4];    
                out[3] = x_xor[3] ^ x_xor[2];    
                out[2] = ~x_xor[2];               
                out[4] = x_xor[4];                
            end
        end else begin : gen_combinational
            wire [4:0] x_xor;
            assign x_xor[0] = x_prep[0] ^ t_and[1];
            assign x_xor[1] = x_prep[1] ^ t_and[2];
            assign x_xor[2] = x_prep[2] ^ t_and[3];
            assign x_xor[3] = x_prep[3] ^ t_and[4];
            assign x_xor[4] = x_prep[4] ^ t_and[0];
            always @(*) begin
                out[1] = x_xor[1] ^ x_xor[0];
                out[0] = x_xor[0] ^ x_xor[4];
                out[3] = x_xor[3] ^ x_xor[2];
                out[2] = ~x_xor[2];
                out[4] = x_xor[4];
            end
        end
    endgenerate
endmodule
`timescale 1ns/1ps
module SUBSTITUTION_LAYER_PIPELINED #(
    parameter G_SBOX_PIPELINE = 1
) (
    input  wire       clk,
    input  wire       rst_n,
    input  wire [63:0] x0_in,
    input  wire [63:0] x1_in,
    input  wire [63:0] x2_in,
    input  wire [63:0] x3_in,
    input  wire [63:0] x4_in,
    output wire [63:0] x0_out,
    output wire [63:0] x1_out,
    output wire [63:0] x2_out,
    output wire [63:0] x3_out,
    output wire [63:0] x4_out
);
    genvar i;
    generate
        for (i = 0; i < 64; i = i + 1) begin : sbox_array
            wire [4:0] in_bits;
            wire [4:0] out_bits;
            assign in_bits = {x4_in[i], x3_in[i], x2_in[i], x1_in[i], x0_in[i]};
            ASCON_SBOX_PIPELINED #(
                .G_SBOX_PIPELINE(G_SBOX_PIPELINE)
            ) sbox (
                .clk  (clk),
                .rst_n(rst_n),
                .in   (in_bits),
                .out  (out_bits)
            );
            assign x0_out[i] = out_bits[0];
            assign x1_out[i] = out_bits[1];
            assign x2_out[i] = out_bits[2];
            assign x3_out[i] = out_bits[3];
            assign x4_out[i] = out_bits[4];
        end
    endgenerate
endmodule
File: run.sh
#!/bin/bash
# OpenROAD 26Q1-2900-gdf79404cd8, Yosys 0.63+post, stock flow scripts
make -C /OpenROAD-flow-scripts/flow DESIGN_CONFIG=/design/flow/config.mk WORK_HOME=/design/flow/orfs finish
==> metrics.yaml <==
drt:
  drc: 0
  firstDrtPassIters: 4
  routedWlPerCell_um: 15.19
  wl_um: 77020
  dr_total_vias: 16610
  drtIter0Drc: 406
  drtAntennaViolNets: 0
  via_per_inst: 3.274
floorplan:
  fp_util: 0.1685
  core_um2: 145400
  die_x_um: 402
  io_pins: 642
  rows: 140
  die_area_um2: 161600
  die_h_um: 402
critical_path:
  critPathKind: "reg -> out"
  endpoint_kind: "primary output"
  worst-path-max-fanout: 2
  cp_data_arrival_time_ns: 1.75
  crit_chain: "xor2_2, buf_6, xor2_4, buf_2"
  cp_slowest_stage_delay_ns: 0.39
  required_ns: 0.88
  critPathLaunchType: "register"
  slowest_stage: "dfrtp_1"
synthesis:
  synthTopCellsByArea: "dfrtp_1 (65%), xor2_1 (11%), xnor2_1 (9.2%)"
  ys_area_um2: 24500
  synthFlopType: "dfrtp_1"
  synthTopCellsByCount: "dfrtp_1 (640), xor2_1 (320), inv_1 (256), xnor2_1 (256)"
  yosysSeqAreaShare: 0.6536
  synth-edff-count: 0
  netlist_area_um2: 24500
  ys_warn_count: 1
  syn_inst: 1792
  ys_cells: 1792
  yosys_register_bits: 640
  yosysUniqueCellTypes: 7
  synth.avg_cell_area_um2: 13.67
  async_flop_share: 1.000
  top_cell: "dfrtp_1"
  synth_top_area_share: 0.6536
  top_area_cell: "dfrtp_1"
sta:
  finalHoldViolCount: 0
  setup_ws_ns: -0.8742
  rsz0062_at_grt: "true"
  slew_headroom: 0.4229
  fin_crit_sh: 1.795
  setup_viol_count_final: 880
  tns_ns: -258.16
  drv_slew: 0
  tightestPinTransition_ns: 0.8629
  min_period_ns: 1.974
  timing.fmax_ghz: 0.5065
hold_path:
  hold_path_class: "in -> reg"
grt:
  antenna_found_initial: 26
  grt_max_degree: 52
  grt_pass1_vias: 18350
  grt.total_usage: 0.09634
  grt_pass1_wl_um: 114900
  gr-total-overflow: 0
power:
  p_clk_frac: 0.357
  power_frac_seq: 0.392
  p_sw_uw: 17840
  sw_frac_of_total: 0.2629
  powerDensity_nw_per_um2: 1601
  power.internal_uw: 50020
  p_leak_uw: 0.02050
  ir_worst_vdd_uv: 1013
  power_frac_comb: 0.252
clock_tree:
  clockBufferDepth: 3
  cts.htree.levels: 3
  cts_sinks: 640
  root_buffer: "clkbuf_16"
  path_clk_slew_ns: 0.06
  tritoncts: "built"
  cts_buffers: 74
place:
  dp_hpwl_um: 61060
  dp.cells: 4677
  gp_congestion: 0.9006
  io_buffers: 641
run_status:
  violations: "setup timing"
  status: "finished with violations"
final_layout:
  combGateArea_um2: 10240
  fin_cells: 5072
  nFillCells: 14500
  regArea_um2: 16020
  syn2layout_area_growth_pct: 72.99
  final_util: 0.2916
  drive_above_1_share: 0.3943
job:
  tool_warnings: 27
  maxCapViolations: 0
-- worst max-delay path: cells and delay by family (launching register included) --
family | cells | cell delay [ns]
DFF | 1 | 0.39
xor gates and xnor gates | 2 | 0.43
buffers and inverters | 2 | 0.29
-- metal layers --
metal / part of all wire / global-route usage / up-vias
met4: 0.032 / 0.02505 / 36
met2: 0.48 / 0.1564 / 509
met1: 0.39 / 0.1164 / 8099
met3: 0.10 / 0.04394 / 142
met5: 0.0031 / 0 / -
li1: - / - / 7822
-- path summary, 6_finish.rpt --
check | start | endpoint | slack [ns] | depth (start not counted)
max in group asynchronous | rst_n | sbox_array[10].sbox.gen_pipelined.t_and_r[3] | -0.16 | 4
hold / removal | x3_in[26] | sbox_array[26].sbox.gen_pipelined.x_prep_r[3] | 0.07 | 1
min in group asynchronous | rst_n | sbox_array[13].sbox.gen_pipelined.x_prep_r[4] | 0.21 | 2
setup / recovery | sbox_array[35].sbox.gen_pipelined.t_and_r[0] | x0_out[35] | -0.87 | 4
-- cell usage in the layout (no fill, tap or decap), types with 8 or more instances in the layout --
master and instances:
buf_4 449, xor2_1 158, xor2_2 157, xnor2_4 19, inv_1 256, diode_2 8
ha_1 128, and2_1 64, xnor2_1 93, buf_12 18, xnor2_2 144, dlygate4sd3_1 105
clkdlybuf4s50_1 320, buf_6 113, clkbuf_16 75, nor2_1 128, buf_2 216, clkbuf_8 12
clkinv_2 8, clkbuf_1 17, dfrtp_1 637
-- cells by family (layout without fill, tap and decap cells) --
logic type,count (synthesis),after routing,synth area share
xor+xnor,576,576,0.2059
other cells,0,8,0
fa+ha+maj,128,128,0.06536
flops,640,640,0.6536
buf+inv,256,1611,0.03922
simple gates,192,192,0.03595
-- registers in the layout, indices dropped and copies added, names as in the netlist --
| register | cells |
|---|---|
| sbox_array.sbox.gen_pipelined.t_and_r | 320 |
| sbox_array.sbox.gen_pipelined.x_prep_r | 320 |
-- repair_timing --
| item | CTS | global route |
|---|---|---|
| gates cloned | 0 | 0 |
| endpoints found under the hold margin | 744 | 622 |
| endpoints found under the setup margin | 320 | 960 |
| pin swaps | 362 | 170 |
| hold buffers | 105 | 1 |
| buffers inserted | 216 | 41 |
| gates resized | 1459 | 68 |
-- metrics by stage --
stage               instance area, µm²  worst slack [ns]  hold slack, ns  power (µW)
finish                           42390           -0.8742         0.07326       67850
global route                     42380           -0.9714         0.02636       71530
CTS                              41920           -0.9909       0.0006673       68770
detailed placement               36000           -0.7774         0.05081       42580
global placement                 36000           -0.8202         0.05052       42620
floorplan                        24500            0.1796        -0.07559       30330
-- power groups by stage --
stage	clock network [µW]	logic [µW]	registers, µW
finish	24200	17100	26600
global route	26100	18700	26800
CTS	25100	17000	26600
-- final cells by class --
type                    count  share of cell area
flip-flops and latches    640              0.3779
repair buffers           1223              0.2444
multi-input cells         896              0.2415
well taps                1917             0.05658
clock buffers             104             0.04968
inverters                 256             0.02267
clock inverters            28            0.006818
diodes                      8           0.0004723
Power is estimated from default activity; no workload was simulated.
