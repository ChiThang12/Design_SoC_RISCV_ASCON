==> ./design.v <==
`timescale 1ns/1ps
module PIPELINE_REG_EX_WB (
    input clock,
    input reset,
    input regwrite_in,
    input memtoreg_in,
    input [31:0] alu_result_in,
    input [31:0] mem_data_in,
    input [4:0] rd_in,
    output reg regwrite_out,
    output reg memtoreg_out,
    output reg [31:0] alu_result_out,
    output reg [31:0] mem_data_out,
    output reg [4:0] rd_out
);
    always @(posedge clock or posedge reset) begin
        if (reset) begin
            regwrite_out <= 1'b0;
            memtoreg_out <= 1'b0;
            alu_result_out <= 32'h00000000;
            mem_data_out <= 32'h00000000;
            rd_out <= 5'b00000;
        end
        else begin
            regwrite_out <= regwrite_in;
            memtoreg_out <= memtoreg_in;
            alu_result_out <= alu_result_in;
            mem_data_out <= mem_data_in;
            rd_out <= rd_in;
        end
    end
endmodule
==> ./run.sh <==
#!/bin/bash
# OpenROAD 26Q1-2900-gdf79404cd8, Yosys 0.63+post, stock flow scripts
make -C /OpenROAD-flow-scripts/flow DESIGN_CONFIG=/design/flow/config.mk WORK_HOME=/design/flow/orfs finish
==> ./config.mk <==
export PLATFORM = sky130hd
export DESIGN_NAME = PIPELINE_REG_EX_WB
export DESIGN_NICKNAME = PIPELINE_REG_EX_WB
export VERILOG_FILES = /design/flow/design.v
export SDC_FILE = /design/flow/constraint.sdc
export NUM_CORES = 4
export LEC_CHECK = 1
export CORE_UTILIZATION = 30
==> ./constraint.sdc <==
current_design PIPELINE_REG_EX_WB

set clk_period 1.0
set clk_io_pct 0.2

create_clock -name clk0 -period $clk_period [get_ports {clock}]

set non_clock_inputs [all_inputs -no_clocks]
set_input_delay [expr $clk_period * $clk_io_pct] -clock clk0 $non_clock_inputs
set_output_delay [expr $clk_period * $clk_io_pct] -clock clk0 [all_outputs]
==> qor.csv <==
metric,value,unit
crit share post-route,102,%
setup bufs post-CTS,0,
final setup violation count,4,
share of cells above drive strength 1,38.5,%
largest net degree at the start of global routing,30,
H-tree depth,3,
Worst Path Buf+Inv,1,
final WL,4020,um
Int Pwr,4.77,mW
clock buffer count from CTS,9,
ANT cells,0,
first-pass GRT wire length,6020,um
final hold vios,0,
RSZ-0062 raised after global routing,yes,
drc violations,0,
Comb area,0,sq um
Rel. slew slack,90.3,%
critical path cell sequence,buf_2,
grt total ovfl,0,
status,finished with violations,
share of power burned in combinational logic,8.0,%
post-layout util,57.5,%
Setup crit start kind,flop,
crit-path max cell delay,370,ps
antenna violations before repair,0,
Clock Power Share,40.0,%
clock sink total,71,
yosys warns,1,
net switching fraction of the power,18.6,%
worst-margin pin slew,146,ps
main area contributors,"dfrtp_1, inv_1",
Fin Hold WS,301,ps
PwrDens,1820,nW/um^2
row count,27,
die width,79.0,um
syn avg cell area,24.7,sq um
Reg power frac,52.0,%
FILL cells,483,
initial DRC count,33,
WP data required,800,ps
number of global-route vias before repair,1190,
static leakage,1.52,nW
violated checks,negative setup slack,
Area leader share,99.8,%
minimum clock period,1020,ps
Via Count,1167,
CTS root buf,clkbuf_8,
WL/cell,13.1,um
area grow syn2layout,81.0,%
hold-fix buffers at CTS,0,
Clock Pin Slew Worst Setup and Hold Paths,70,ps
CP max FO,1,
iteration tally of the first detailed-router pass,2,
port buffer count,143,
"Registers, synthesis",71,
Max Freq,0.981,GHz
post-CTS sizing,216,
synthesized cell area,1780,sq um
Cell Type Count,2,
Avg Vias per Cell,3.81,
CP max-delay cell,dfrtp_1,
worst min-delay path class,in2async,
"Arr. time, crit path",820,ps
"Seq share, synth",99.8,%
Core Region,5610,sq um
Core Util at FP,31.7,%
max-slew violations,0,
tool warnings,27,
YS chip area,1780,sq um
Setup CP Type,reg2out,
peak supply drop,0.876,mV
number of cells in Yosys stat,72,
I/O Pins,144,
NetSw,1.09,mW
Final ANT Viol Nets,0,
Max Cap Viol,0,
Bufs on Longest Clock Path,2,
Crit path max-delay family,flip-flops,
gr usage total,13.6,%
worst setup margin,-19.4,ps
Synth Instances,72,
Synth area leader,dfrtp_1,
CTS tree,done,
Combinational Gates,0,
Die Y,79.0,um
die area,6250,sq um
Worst setup EP type,primary output,
RePlAce Congestion,0.703,
synthesized netlist by cell type:
master	instances
dfrtp_1	71
inv_1	1
final cells by class:
type | count | area [sq um] | share of cell area, %
well taps | 72 | 90.1 | 2.80
clock buffers | 10 | 128 | 3.96
flip-flops and latches | 71 | 1780 | 55.1
inverters | 1 | 7.51 | 0.233
clock inverters | 6 | 85.1 | 2.64
repair buffers | 146 | 1140 | 35.2
power groups by stage:
stage	clock network (mW)	registers (mW)	logic [mW]
6_report	2.34	3.04	0.471
4_1_cts	2.43	3.05	0.485
5_1_grt	2.58	3.06	0.519
cell usage in the layout (no fill, tap or decap):
cell type / instances
bufinv_16: 2
clkinv_2: 2
buf_2: 71
buf_12: 3
clkdlybuf4s50_1: 72
clkbuf_1: 1
dfrtp_1: 71
clkinvlp_4: 3
clkbuf_8: 9
tightest hold or removal path, cell delays in order:
cell             delay, ps
clkdlybuf4s50_1        440
clkinvlp_4             160
buf_12                 160
registers in the layout, indices dropped and copies added (netlist names):
name / cells
regwrite_out: 1
memtoreg_out: 1
mem_data_out: 32
alu_result_out: 32
rd_out: 5
routing by layer:
metal | share of wire [%] | track usage [%] | wire length [um]
met1 | 36 | 18.4 | 1450
met2 | 48 | 20.6 | 1940
met3 | 13 | 5.95 | 532
met4 | 2.4 | 3.82 | 98
met5 | 0 | 0 | 0
per-stage QoR:
| stage | instances | power [mW] | setup slack, ps | TNS (ps) | area (sq um) |
|---|---|---|---|---|---|
| 2_1_floorplan | 72 | 3.11 | 16.0 | 0 | 1780 |
| 3_3_place_gp | 290 | 3.72 | 0.604 | 0 | 3370 |
| 3_5_place_dp | 290 | 3.73 | -6.90 | -11.4 | 3370 |
| 4_1_cts | 306 | 5.96 | -43.7 | -912 | 3220 |
| 5_1_grt | 306 | 6.15 | -77.9 | -2360 | 3220 |
| 6_report | 306 | 5.86 | -19.4 | -63.2 | 3220 |
worst max path at each step:
stage | slack [ps] | end | cells past startpoint | startpoint
after CTS | -40 | rd_out[0] | 1 | rd_out[0]
after global routing | -80 | alu_result_out[23] | 1 | alu_result_out[23]
final | -20 | rd_out[0] | 1 | rd_out[0]
kinds of logic after synthesis:
| family | count (synthesis) | share of synthesized area (%) |
|---|---|---|
| buf+inv | 1 | 0.211 |
| flops | 71 | 99.8 |
Power is estimated from default activity; no workload was simulated.
