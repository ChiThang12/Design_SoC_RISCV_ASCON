--- config.mk ---
export PLATFORM = sky130hd
export DESIGN_NAME = LINEAR_DIFFUSION
export DESIGN_NICKNAME = LINEAR_DIFFUSION
export VERILOG_FILES = /design/flow/design.v
export SDC_FILE = /design/flow/constraint.sdc
export NUM_CORES = 4
export LEC_CHECK = 1
export CORE_AREA = 10 10 286 286
export DIE_AREA = 0 0 296 296
--- constraint.sdc ---
current_design LINEAR_DIFFUSION

set clk_period 1.0
set clk_io_pct 0.2

create_clock -name clk0 -period $clk_period

set non_clock_inputs [all_inputs -no_clocks]
set_input_delay [expr $clk_period * $clk_io_pct] -clock clk0 $non_clock_inputs
set_output_delay [expr $clk_period * $clk_io_pct] -clock clk0 [all_outputs]
--- design.v ---
`timescale 1ns/1ps
module LINEAR_DIFFUSION (
    input  wire [63:0] x0_in,
    input  wire [63:0] x1_in,
    input  wire [63:0] x2_in,
    input  wire [63:0] x3_in,
    input  wire [63:0] x4_in,
    output wire [63:0] x0_out,
    output wire [63:0] x1_out,
    output wire [63:0] x2_out,
    output wire [63:0] x3_out,
    output wire [63:0] x4_out
);
    function [63:0] ROR;
        input [63:0] value;
        input integer n;
        begin
            ROR = (value >> n) | (value << (64 - n));
        end
    endfunction
    assign x0_out = x0_in ^ ROR(x0_in, 19) ^ ROR(x0_in, 28);
    assign x1_out = x1_in ^ ROR(x1_in, 61) ^ ROR(x1_in, 39);
    assign x2_out = x2_in ^ ROR(x2_in, 1) ^ ROR(x2_in, 6);
    assign x3_out = x3_in ^ ROR(x3_in, 10) ^ ROR(x3_in, 17);
    assign x4_out = x4_in ^ ROR(x4_in, 7) ^ ROR(x4_in, 41);
endmodule
--- run.sh ---
#!/bin/bash
# OpenROAD 26Q1-2900-gdf79404cd8, Yosys 0.63+post, stock flow scripts
make -C /OpenROAD-flow-scripts/flow DESIGN_CONFIG=/design/flow/config.mk WORK_HOME=/design/flow/orfs finish
==> results.ini <==
[worst_setup_path]
path_cells = buf_12, buf_6, xor3_2, buf_2
crit_type = primary input to output port
critPathMaxFanout = 3
critPathRequiredTime_ns = 0.80
cp_num_buf_inv = 3
critPathTopFamily = XOR/XNOR gates
max_stage_delay_ns = 0.44
arrival_ns = 1.03
startpoint_type = primary input
cp_slowest_cell = xor3_2
endpoint_kind = output port

[power_and_ir_drop]
leakage_uw = 0.01044
peakVddDrop_uv = 327.5
p_per_area_mw_per_mm2 = 555.0

[outcome]
status = complete, but fails checks
violations = setup timing

[floorplan]
ios = 640
dieHeight_um = 296
rows = 101
core_area_mm2 = 0.07570
dieArea_mm2 = 0.08762
initial_core_util = 0.1006
fp.dieW_um = 296

[route]
post_drt_wl_per_cell_um = 22.46
drtIter0Drc = 178
ant_nets = 0
via_per_inst = 3.161
post-route-drc-count = 0
first_pass_iters = 4
wirelength_um = 51220
vias = 7211

[cells_and_area]
drive_gt1_frac = 0.7673
ff_count = 0
final_util = 0.2466
nClkBuffers = 0
regArea_um2 = 0
area_growth_pct = 145.0
final_area_mm2 = 0.01867

[synthesis]
synth_area_mm2 = 0.007619
ys_chip_area_mm2 = 0.007619
syn_avg_cell_area_um2 = 23.81
yosysCellCount = 320
synth.most_common_cell = xor3_1
ys_top_cells_by_area = xor3_1 (99%), xor3_4 (1.1%)
syn_inst = 320
ys_seq_share = 0
yosys.cell_types.count = 2
common_cells = xor3_1 (317), xor3_4 (3)
synth_warnings = 1
top_area_cell = xor3_1
synth_top_area_share = 0.9892

[final_timing]
drv_slew = 0
period_minus_slack_ns = 1.232
timing.final.crit_share = 1.232
clock.fmax_mhz = 812.0
rsz0062_at_grt = yes
relSlewSlack = 0.8931
hold_viol = 0
setup_ws_ns = -0.2315
worstMarginPinSlew_ns = 0.1604
setup_viol = 248

[global_route]
antenna_found_initial = 5
grt_first_pass_wirelength_um = 66340
grt_usage = 0.1103
grt_pass1_vias = 8008
gr-total-overflow = 0
grt_max_degree = 4

[job]
warnings = 34
maxCapViolations = 0

[place]
place.gp.congestion = 1.007
placed_area_mm2 = 0.01703
port_buffers = 640
place_hpwl_um = 45590

[min_path]
min_path_type = primary input to output port

[clocking]
ctsHoldBuffers = 0

per-layer routing:
metal  vias to the layer above  part of all wire  track usage
met5                         -            0.0039      0.01756
met4                         4             0.013      0.01700
met3                        28              0.11      0.04385
met2                       398              0.49       0.1796
met1                      3512              0.39       0.1388
li1                       3269                 -            -
final timing paths:
kind,from,endpoint,depth (start not counted)
max,x2_in[9],x2_out[8],4
min,x0_in[35],x0_out[16],3
repair_timing:
action,CTS,global route
gates resized,3215,268
setup endpoints to repair,320,317
pin swaps,293,152
setup buffers,116,64
area by class of cell:
class / count / area (µm²)
Fill cell: 7775 / 57030
Multi-Input combinational cell: 320 / 7636
Tap cell: 978 / 1224
Antenna cell: 1 / 2.502
Timing Repair Buffer: 982 / 9804
cell usage in the layout (no fill, tap or decap), drive strengths merged:
master  netlist  routed
buf           0     981
clkbuf        0       1
diode         0       1
xor3        320     320
where the power goes:
part | leakage, µW | internal [µW] | total, µW | switching [µW]
logic | 0.0104 | 7370 | 10400 | 2990
clock network | 0.00000000634 | 0.000134 | 0.000134 | 0
registers | 0 | 0 | 0 | 0
stage by stage:
step           instances  setup slack [ns]  power, µW  hold slack [ns]  TNS, ns
3_5_place_dp        2142            -1.144      11070            1.475  -273.68
3_3_place_gp        2142            -1.125      11140            1.477  -275.00
4_1_cts             2248           -0.3278      10230           0.7020   -21.10
6_report            2281           -0.2315      10360           0.6920   -14.39
5_1_grt             2280           -0.2683      11010           0.7227   -20.29
2_1_floorplan        320            0.1719       3126           0.4862        0
cell families (layout without fill, tap and decap cells):
group | count (synthesis) | after routing | synth area share
other | 0 | 1 | 0
buffers and inverters | 0 | 982 | 0
xor gates and xnor gates | 320 | 320 | 1.000
Power and IR drop assume default switching activity.
